==> ./design.v <==
module one_wire_rx (
    input        clk,
    input        rst_n,
    input        enable,
    inout        one_wire_data,
    output reg   presence_detect,
    output reg   rx_valid,
    output reg [7:0] rx_byte
);
    localparam integer T_PDL  = 60;
    localparam integer T_RDS  = 15;
    localparam integer T_REC  = 1;
    localparam integer CLK_MHZ   = 100;
    localparam integer PDL_CYC   = T_PDL * CLK_MHZ;
    localparam integer RDSAMP_CYC= T_RDS * CLK_MHZ;
    localparam integer REC_CYC   = T_REC * CLK_MHZ;
    localparam R_IDLE       = 3'd0;
    localparam R_WAIT_RST   = 3'd1;
    localparam R_PRES_PULSE = 3'd2;
    localparam R_SAMPLE     = 3'd3;
    localparam R_CAPTURE    = 3'd4;
    localparam R_DONE       = 3'd5;
    reg [2:0]  rstate, rnstate;
    reg [31:0] cnt;
    reg [2:0]  bit_cnt;
    reg        drive_low;
    reg        data_in;
    assign one_wire_data = drive_low ? 1'b0 : 1'bz;
    always @(posedge clk or negedge rst_n) begin
        if (!rst_n) begin
            rstate        <= R_IDLE;
            cnt           <= 32'd0;
            bit_cnt       <= 3'd0;
            rx_valid      <= 1'b0;
            presence_detect <= 1'b0;
        end else begin
            if (rstate == rnstate)
                cnt <= cnt + 1;
            else
                cnt <= 32'd0;
            rstate <= rnstate;
        end
    end
    always @(*) begin
        rnstate        = rstate;
        drive_low      = 1'b0;
        presence_detect= 1'b0;
        rx_valid       = 1'b0;
        data_in        = 1'b1;
        case (rstate)
            R_IDLE:    if (enable) rnstate = R_WAIT_RST;
            R_WAIT_RST:if (!one_wire_data) rnstate = R_PRES_PULSE;
            R_PRES_PULSE: begin
                drive_low       = 1'b1;
                presence_detect = 1'b1;
                if (cnt >= PDL_CYC) rnstate = R_SAMPLE;
            end
            R_SAMPLE:  begin
                if (!one_wire_data) begin
                    data_in = 1'b0;
                    rnstate = R_CAPTURE;
                end else if (cnt >= RDSAMP_CYC) begin
                    data_in = 1'b1;
                    rnstate = R_CAPTURE;
                end
            end
            R_CAPTURE: begin
                rx_byte[bit_cnt] = data_in;
                if (bit_cnt == 3'd7)
                    rnstate = R_DONE;
                else begin
                    rnstate = R_SAMPLE;
                    bit_cnt = bit_cnt + 1;
                end
            end
            R_DONE:    begin
                rx_valid = 1'b1;
                rnstate  = R_IDLE;
            end
        endcase
    end
endmodule
`timescale 1ns/1ps
module one_wire_top (
    input        clk,
    input        rst_n,
    input        start,        
    input  [7:0] tx_byte,      
    input        enable,       
    output       busy,
    output       done,
    output       presence_detect,
    output       rx_valid,
    output [7:0] rx_byte,
    inout        one_wire_data
);
    wire tx_busy;
    wire tx_done;
    wire rx_presence;
    one_wire_tx tx_inst (
        .clk(clk),
        .rst_n(rst_n),
        .start(start),
        .tx_byte(tx_byte),
        .busy(tx_busy),
        .done(tx_done),
        .one_wire_data(one_wire_data)
    );
    one_wire_rx rx_inst (
        .clk(clk),
        .rst_n(rst_n),
        .enable(enable),
        .one_wire_data(one_wire_data),
        .presence_detect(rx_presence),
        .rx_valid(rx_valid),
        .rx_byte(rx_byte)
    );
    assign busy = tx_busy;
    assign done = tx_done;
    assign presence_detect = rx_presence;
endmodule
module one_wire_tx (
    input        clk,
    input        rst_n,
    input        start,
    input  [7:0] tx_byte,
    output       busy,
    output       done,
    inout        one_wire_data
);
    localparam integer T_RSTL = 480;
    localparam integer T_RSTH = 480;
    localparam integer T_PDH  = 15;
    localparam integer T_PDL  = 60;
    localparam integer T_SLOT = 60;
    localparam integer T_REC  = 1;
    localparam integer T_W1L  = 6;
    localparam integer T_W0L  = 60;
    localparam integer CLK_MHZ  = 100;
    localparam integer RSTL_CYC = T_RSTL * CLK_MHZ;
    localparam integer RSTH_CYC = T_RSTH * CLK_MHZ;
    localparam integer PDH_CYC  = T_PDH  * CLK_MHZ;
    localparam integer PDL_CYC  = T_PDL  * CLK_MHZ;
    localparam integer SLOT_CYC = T_SLOT * CLK_MHZ;
    localparam integer W1L_CYC  = T_W1L  * CLK_MHZ;
    localparam integer W0L_CYC  = T_W0L  * CLK_MHZ;
    localparam integer REC_CYC  = T_REC  * CLK_MHZ;
    localparam S_IDLE       = 4'd0;
    localparam S_RST_LOW    = 4'd1;
    localparam S_RST_REL    = 4'd2;
    localparam S_PDH_WAIT   = 4'd3;
    localparam S_PDL_SAMPLE = 4'd4;
    localparam S_REC_WAIT   = 4'd5;
    localparam S_BIT_INIT   = 4'd6;
    localparam S_BIT_LOW    = 4'd7;
    localparam S_BIT_WAIT   = 4'd8;
    localparam S_BIT_REC    = 4'd9;
    localparam S_FINISH     = 4'd10;
    reg [3:0]  state, next_state;
    reg [31:0] cnt;
    reg [2:0]  bit_idx;
    reg        cur_bit;
    reg        drive_low;
    reg        presence;
    assign one_wire_data = drive_low ? 1'b0 : 1'bz;
    assign busy = (state != S_IDLE && state != S_FINISH);
    assign done = (state == S_FINISH);
    always @(posedge clk or negedge rst_n) begin
        if (!rst_n) begin
            state     <= S_IDLE;
            cnt       <= 32'd0;
            bit_idx   <= 3'd0;
            drive_low <= 1'b0;
            presence  <= 1'b0;
        end else begin
            if (state == next_state)
                cnt <= cnt + 1;
            else
                cnt <= 32'd0;
            state <= next_state;
        end
    end
    always @(*) begin
        next_state = state;
        drive_low  = 1'b0;
        case (state)
            S_IDLE:    if (start)    next_state = S_RST_LOW;
            S_RST_LOW: begin
                drive_low = 1'b1;
                if (cnt >= RSTL_CYC) next_state = S_RST_REL;
            end
            S_RST_REL: if (cnt >= RSTL_CYC + RSTH_CYC) next_state = S_PDH_WAIT;
            S_PDH_WAIT:if (cnt >= RSTL_CYC + RSTH_CYC + PDH_CYC) next_state = S_PDL_SAMPLE;
            S_PDL_SAMPLE: begin
                presence   = (one_wire_data == 1'b0);
                next_state = S_REC_WAIT;
            end
            S_REC_WAIT:if (cnt >= RSTL_CYC + RSTH_CYC + PDH_CYC + PDL_CYC + REC_CYC) next_state = S_BIT_INIT;
            S_BIT_INIT:begin
                bit_idx    = 3'd0;
                next_state = S_BIT_LOW;
            end
            S_BIT_LOW: begin
                cur_bit    = tx_byte[bit_idx];
                drive_low  = 1'b1;
                if ((cur_bit && cnt >= W1L_CYC) || (!cur_bit && cnt >= W0L_CYC))
                    next_state = S_BIT_WAIT;
            end
            S_BIT_WAIT: if (cnt >= SLOT_CYC)        next_state = S_BIT_REC;
            S_BIT_REC:  if (cnt >= SLOT_CYC + REC_CYC) begin
                             if (bit_idx == 3'd7)
                                 next_state = S_FINISH;
                             else begin
                                 bit_idx    = bit_idx + 1;
                                 next_state = S_BIT_LOW;
                             end
                         end
            S_FINISH:   next_state = S_IDLE;
        endcase
    end
endmodule
==> ./run.sh <==
#!/bin/bash
# OpenROAD 26Q1-2900-gdf79404cd8, Yosys 0.63+post, stock flow scripts
make -C /OpenROAD-flow-scripts/flow DESIGN_CONFIG=/design/flow/config.mk WORK_HOME=/design/flow/orfs finish
==> ./config.mk <==
export PLATFORM = sky130hd
export DESIGN_NAME = one_wire_top
export DESIGN_NICKNAME = one_wire_top
export VERILOG_FILES = /design/flow/design.v
export SDC_FILE = /design/flow/constraint.sdc
export NUM_CORES = 4
export LEC_CHECK = 1
export CORE_UTILIZATION = 30
==> ./constraint.sdc <==
current_design one_wire_top

set clk_period 7.2
set clk_io_pct 0.2

create_clock -name clk0 -period $clk_period [get_ports {clk}]

set non_clock_inputs [all_inputs -no_clocks]
set_input_delay [expr $clk_period * $clk_io_pct] -clock clk0 $non_clock_inputs
set_output_delay [expr $clk_period * $clk_io_pct] -clock clk0 [all_outputs]
==> summary.txt <==
flow finished, numbers: worst vdd ir=0.0000562 V, min cycle time layout=3.57 ns, wire per inst=14.5 um, logic gate share of total power=2.1%, maximum clock rate=280 MHz, switching power share of the total=21.0%, CTS Root Cell=clkbuf_8, leakage power=1.04 nW, Core ar.=8760 sq um, RR Endpoint=tx_inst.cnt[31], hold_buf cts=0, IO buf count=5, num rows=34, Setup Fix Bufs, Post-CTS=0, vias per std cell=5.37, remaining antenna violation count after routing=0, critical path endpoint category=flop, r2r worst-path depth=8, Vias=2100, Placed Cells=383, chip width=97.6 um, CTS max path bufs=2, Synth Register Bits=36, TritonCTS clock tree=yes, residual DRC count=0, outcome=completed, Init Core Util=31.3%, Yosys cell types=49, largest net degree at the start of global routing=37, Tool Warnings=35, Die H=97.6 um, Critical Setup Path Class=in -> reg, pwr dens=126 nW/um^2, Die Size=9520 sq um, Post-Syn Area=2740 sq um, GP Congestion=0.875, Worst-Margin Slew=0.577 ns, final hold violations=0, Overflow after GRT=0, vias in the first global route=1959, Top FF cell, synth=dfrtp_1, clock sink count=36, period utilization=49.6%, WL final=5.69 mm, Final Util=32.4%, Int Pwr=0.282 mW, Worst EP required=7.34 ns, PostCTS Resize Cnt=0, Syn-to-layout area delta=3.61%, Tot GR Track Use=12.5%, non-filler cells, final=391, ant diodes=0, sequential cell area fraction in the yosys report=32.9%, critical path endpoint=tx_inst.cnt[31], share of cells above drive strength 1=18.0%, syn_area_per_cell=9.26 sq um, clock group share of total power=41.4%, Slew Viols, Final=0, Post-synth EDFFs=0, dpl ws=3.32 ns, ys cells=296, Worst setup SP type=input port, clk_skew=0.00722 ns, count of final setup violators=0, IO Pins=25, post-route setup slack=3.63 ns, P_sw=0.0749 mW, yosys warns=29, share of power burned in registers=56.5%, WP data arrival=3.71 ns, Yosys chip area=2740 sq um, worst skew pair latency=0.29 ns, Reg clk slew, reported paths=0.07 ns, H-tree levels=2, headroom to the max-slew limit=61.5%, antenna violations before repair=0, Pre-Repair DR Iteration Count=4, DP HPWL=3.58 mm, worst r2r src=tx_inst.cnt[22], Fillers=896, Worst Hold Class=reg -> reg, CP Launch Point=tx_byte[0], initial drt markers=64, total CTS buffers=5, R2R setup slack=4.37 ns, setup total negative slack=0 ns, first-pass GRT wire length=9.83 mm, Async S/R FF share, synth=100%, Crit Path Max Fanout=32, Mapped Cells=296, max cap viols=0, RSZ-0062 raised after global routing=no
==> cell usage after synthesis, types with 2 or more instances <==
| library cell | number | area, sq um |
|---|---|---|
| dfrtp_1 | 36 | 901 |
| nor4_2 | 30 | 375 |
| nor2_1 | 21 | 78.8 |
| nand2_1 | 20 | 75.1 |
| xnor2_1 | 20 | 175 |
| buf_4 | 14 | 105 |
| nand3_1 | 14 | 70.1 |
| clkbuf_1 | 12 | 45.0 |
| and3_1 | 11 | 68.8 |
| nor3_1 | 11 | 55.1 |
| xor2_1 | 10 | 87.6 |
| inv_1 | 8 | 30.0 |
| a21oi_1 | 7 | 35.0 |
| o21ai_0 | 7 | 35.0 |
| nand4_1 | 6 | 37.5 |
| nor2b_1 | 6 | 37.5 |
| buf_2 | 5 | 25.0 |
| buf_6 | 5 | 56.3 |
| nor4_1 | 5 | 31.3 |
| or3_1 | 5 | 31.3 |
| a31oi_1 | 4 | 25.0 |
| nor4b_1 | 3 | 26.3 |
| a211oi_1 | 2 | 15.0 |
| a22o_1 | 2 | 17.5 |
| and3_4 | 2 | 22.5 |
| buf_1 | 2 | 7.51 |
| conb_1 | 2 | 7.51 |
| ha_1 | 2 | 25.0 |
| o2111ai_1 | 2 | 17.5 |
| o211ai_1 | 2 | 15.0 |
| or2_2 | 2 | 12.5 |
==> through the flow <==
step / area (sq um) / power [mW] / hold slack, ns
2_1_floorplan: 2780 / 0.212 / 0.483
3_3_place_gp: 2750 / 0.214 / 0.525
6_report: 2840 / 0.357 / 0.532
5_1_grt: 2840 / 0.375 / 0.555
3_5_place_dp: 2750 / 0.214 / 0.521
4_1_cts: 2840 / 0.365 / 0.537
==> cell families (layout without fill, tap and decap cells) <==
kind of cell,after synthesis,in the layout,synth area share (%)
simple gates,144,144,36.5
buf+inv,46,24,9.81
compound gates,36,36,10.1
flops,36,36,32.9
xor+xnor,30,30,9.58
fa+ha+maj,2,2,0.913
other cells,2,11,0.274
==> registers in the layout, indices dropped and copies added, names as in the netlist <==
name,cells
tx_inst.state,4
tx_inst.cnt,32
==> critical path, stage by stage <==
cell and delay [ns]:
clkdlybuf4s50_1 0.48, or4b_1 0.43, o22ai_1 0.15, and3_4 0.24, a22oi_4 0.09, a221oi_4 0.23
buf_4 0.50, nor4_1 0.14
==> power groups by stage <==
stage / combinational (mW) / clock [mW] / sequential (mW)
finish: 0.00736 / 0.148 / 0.202
CTS: 0.00789 / 0.155 / 0.202
global route: 0.00866 / 0.164 / 0.202
==> cell type report <==
type	count	area [sq um]	share of cell area [%]
clock buffers	8	90.1	3.17
inverters	8	30.0	1.06
multi-input cells	223	1620	56.9
flip-flops and latches	36	901	31.7
well taps	108	135	4.76
repair buffers	8	67.6	2.38
==> placed cells by master (no fill, tap or decap), drive strengths merged, types with 3 or more instances in the layout <==
master         instances
a21oi                  7
and3                  13
nand4                  6
nand2                 20
nor4b                  3
a31oi                  4
clkbuf                 8
clkdlybuf4s50          4
nor2b                  6
nand3                 14
inv                    8
nor3                  12
nor4                  35
o21ai                  7
xnor2                 20
conb                  11
nor2                  21
or3                    5
buf                    4
xor2                  10
dfrtp                 36
==> routing by layer <==
| layer | track usage [%] | share of wire (%) | routed length (um) |
|---|---|---|---|
| met1 | 19.2 | 49 | 2810 |
| met2 | 19.5 | 44 | 2510 |
| met3 | 1.98 | 5.0 | 283 |
| met4 | 1.58 | 1.5 | 84 |
| met5 | 0 | 0 | 0 |
==> worst min-delay path by stage <==
stage	from	endpoint	slack (ns)	cells after the start
after CTS	tx_inst.cnt[0]	tx_inst.cnt[0]	0.54	1
after global routing	tx_inst.cnt[0]	tx_inst.cnt[0]	0.56	1
final	tx_inst.cnt[0]	tx_inst.cnt[0]	0.53	1
No activity file was given, so power comes from the tool's default toggle rates.
